### ./design.v
module bin2gray #(parameter WIDTH = 32 )(
  input logic [WIDTH-1:0] binary_in,
  output logic [WIDTH-1:0] gray_out
);
  always_comb begin
    gray_out[WIDTH-1:0] = binary_in[WIDTH-1:0] ^ (binary_in[WIDTH-1:0] >> 1) ;
  end
endmodule
### ./config.mk
export PLATFORM = sky130hd
export DESIGN_NAME = bin2gray
export DESIGN_NICKNAME = bin2gray
export VERILOG_FILES = /design/flow/design.v
export SDC_FILE = /design/flow/constraint.sdc
export NUM_CORES = 4
export LEC_CHECK = 1
export CORE_AREA = 10 10 70 70
export DIE_AREA = 0 0 80 80
### ./constraint.sdc
current_design bin2gray

set clk_period 1.0
set clk_io_pct 0.2

create_clock -name clk0 -period $clk_period

set non_clock_inputs [all_inputs -no_clocks]
set_input_delay [expr $clk_period * $clk_io_pct] -clock clk0 $non_clock_inputs
set_output_delay [expr $clk_period * $clk_io_pct] -clock clk0 [all_outputs]
### ./run.sh
#!/bin/bash
# OpenROAD 26Q1-2900-gdf79404cd8, Yosys 0.63+post, stock flow scripts
make -C /OpenROAD-flow-scripts/flow DESIGN_CONFIG=/design/flow/config.mk WORK_HOME=/design/flow/orfs finish
==> qor.txt <==
Slew Viols, Final - 0
antenna fix cells - 0
DR DRC count - 0
vias per inst - 2.99
reported net switching power - 0.115 mW
fraction of power spent switching nets - 32.0%
area growth from synthesis to final layout - 213%
non-filler instance count after layout - 142
logic gate share of total power - 100.0%
cell breakdown of the critical path - clkdlybuf4s15_2 -> xor2_1 -> dlygate4sd2_1
routability-driven placement congestion ratio - 0.767
Via Count - 424
clock share of power - 0%
VDD IR max - 0.0746 mV
post-placement worst setup slack - -0.619 ns
height of the die - 80 um
maximum net fanout on the critical path - 2
data arrival time of the worst path - 0.78 ns
initial core utilization - 8.17%
Fmax - 1020 MHz
Std-Cell Rows - 21
sequential group share of total power - 0%
final-layout clock buffer total - 0
vias in the first global route - 460
die area - 6400 um^2
global-route wire length before repair - 2830 um
maximum number of pins on one net before global-route repair - 3
antenna violations before repair - 0
final clock period utilization by the worst path - 98.1%
register area share after synthesis - 0%
slowest stage cell, crit path - dlygate4sd2_1
area post-placement - 977 um^2
maximum capacitance violations - 0
final sequential cell count - 0
warning total across the stage logs - 33
CP Data Required Time - 0.80 ns
port bufs - 64
run status - completed
type of the most critical hold path - primary input to output port
final hold violation count - 0
placeable core region - 3420 um^2
PwrDens - 412 nW/um^2
Final Cell Area - 875 um^2
Cell Type Count - 2
Die X-Extent - 80 um
area of all sequential standard cells - 0 um^2
Final Critical Period - 0.981 ns
internal power component - 0.245 mW
chip area in the Yosys report - 279 um^2
# IOs - 64
Critical path buffers and inverters - 2
remaining max-slew budget at the tightest pin - 90.8%
number of failing setup endpoints in the final timing report - 0
crit-path max cell delay - 0.25 ns
number of cells after detailed placement - 142
total stage count of the critical path - 3
leakage dissipation - 0.431 nW
Warnings, synthesis - 1
aggregate global-route resource usage - 5.84%
yosys cell count - 32
Worst Hold Path Cells - 3
share of the core filled with cells in the final layout - 25.6%
Remaining Overflow, GRT - 0
proportion of layout cells with a drive suffix above 1 - 39.6%
post-synthesis instance area - 279 um^2
kind of start point of the critical path - primary input
Detailed Route Iter0 Violations - 1
final critical-path setup slack - 0.0188 ns
detailed-route wire length - 2080 um
count of mapped cells out of synthesis - 32
Detail Placement HPWL - 2050 um
Setup Crit Path Kind - primary input to output port
Wirelength per Cell - 14.6 um
Slew @ Worst Pin - 0.137 ns
number of buffers inserted to repair setup after CTS - 0
Final ANT Viol Nets - 0
Setup crit end kind - output port
unrepaired setup endpoints after global routing - yes
cell family with the largest share of critical-path delay - buffers and inverters
setup TNS - 0 ns
average cell area after synthesis - 8.72 um^2
first-pass iteration count of the detailed router - 2
worst paths after layout:
kind / startpoint / end / slack, ns
worst min-delay path: binary_in[5] / gray_out[5] / 0.67
worst max-delay path: binary_in[10] / gray_out[10] / 0.02
power by group through the flow:
stage	logic, mW	registers [mW]	clock network, mW
4_1_cts	0.385	0	0
5_1_grt	0.397	0	0
6_report	0.361	0	0
routing by layer:
metal  global-route usage [%]  wire, um  vias up
li1                         -         -      227
met1                     4.81       557      193
met2                     14.2      1490        4
met3                    0.341        28        0
met4                        0         0        0
met5                        0         0        -
what timing repair did:
action	CTS	global route
hold buffers	0	0
hold endpoints to repair	0	0
setup endpoints to repair	32	16
resized	154	15
gates cloned	0	0
pin swaps	11	4
synth_stat cells, drive strengths merged:
cell	instances	area share, %
xor2	31	97
buf	1	2.7
logic make-up after synthesis:
logic type | synth area share, %
buffers and inverters | 2.69
XOR/XNOR | 97.3
worst min-delay path, stage by stage:
cell,delay (ns)
clkbuf_2,0.10
xor2_1,0.06
clkbuf_2,0.10
per-stage QoR:
stage,hold slack (ns),power (mW)
6_report,0.666,0.361
5_1_grt,0.689,0.397
4_1_cts,0.687,0.385
3_5_place_dp,1.34,0.500
3_3_place_gp,1.34,0.500
2_1_floorplan,0.425,0.0539
area by class of cell:
class	count	area, um^2
fillers	385	2540
multi-input cells	31	272
well taps	46	57.6
repair buffers	65	546
cells in the final DEF (no fill, tap or decap):
| cell | n |
|---|---|
| xor2_1 | 31 |
| buf_2 | 17 |
| clkdlybuf4s15_2 | 15 |
| dlygate4sd2_1 | 14 |
| clkdlybuf4s15_1 | 13 |
| clkbuf_2 | 4 |
| buf_6 | 1 |
| buf_4 | 1 |
Power and IR drop assume default switching activity.
