### ./run.sh
#!/bin/bash
# OpenROAD 26Q1-2900-gdf79404cd8, Yosys 0.63+post, stock flow scripts
make -C /OpenROAD-flow-scripts/flow DESIGN_CONFIG=/design/flow/config.mk WORK_HOME=/design/flow/orfs finish
### ./config.mk
export PLATFORM = sky130hd
export DESIGN_NAME = binary2onehot
export DESIGN_NICKNAME = binary2onehot
export VERILOG_FILES = /design/flow/design.v
export SDC_FILE = /design/flow/constraint.sdc
export NUM_CORES = 4
export LEC_CHECK = 1
export CORE_AREA = 10 10 70 70
export DIE_AREA = 0 0 80 80
### ./constraint.sdc
current_design binary2onehot

set clk_period 1.0
set clk_io_pct 0.2

create_clock -name clk0 -period $clk_period

set non_clock_inputs [all_inputs -no_clocks]
set_input_delay [expr $clk_period * $clk_io_pct] -clock clk0 $non_clock_inputs
set_output_delay [expr $clk_period * $clk_io_pct] -clock clk0 [all_outputs]
### ./design.v
module binary2onehot #(
  parameter bin_width = 4,
  parameter onehot_width = 16
) ( 
  input logic [bin_width-1:0] bin_in,
  output logic [onehot_width-1:0] onehot_out
);
  assign onehot_out = 1 << bin_in;  
endmodule:binary2onehot
==> COMMIT_EDITMSG <==
Add synthesis and place-and-route results

* Worst hold slack across all endpoints: about 0.77 ns
* Final period util: 1.14
* Grt total ovfl: 0
- Count of pins over their slew limit: 0
- Number of instances in the placed design: around 86
- Y dimension of the die: roughly 80 um
* Setup repair after global routing missed its margin: true
- The layout summary lists the proportion of cells stronger than drive strength 1 as 0.900.
- Number of vias in the routed layout: 343
- Combined area of the multi-input logic cells: between 200 and 250 um2
- In the final layout, flip-flops and latches occupy 0 um2.
- The number of warnings reported in the stage logs is 34.
- Between the synthesized netlist and the finished layout, the area growth was recorded as 216%.
- Total negative slack: -1.16 ns
- Number of antenna violations at the first check in global routing: 0
* Largest net degree at the start of global routing: 9
* Cell at the slowest stage of the critical path: nor4b_4
- The gate-level netlist out of Yosys references 6 unique cell types.
- Routed Wire Length: around 1400 um
- Per the post-synthesis stats, the area per cell is between 10 and 15 um2.
- The analysis reports a worst IR drop on VDD of roughly 0.00015 V.
- Area leader share: 0.331
* Result of the run: complete, but fails checks
* Global placement routability congestion: 0.721
* Final total power: around 240 uW
* Post-DRT Antenna Nets: 0
- Counting the clock-network buffers in the layout gives 0.
- Die X-Extent: ~80 um
- According to the floorplan log, the row count is 21.
* Number of diodes: 0
* Hold worst-path end: onehot_out[4]
- Counting every instance in the synthesized netlist gives 20.
- The number of global-route vias before repair was between 300 and 400.
- Input and output buffers added on the ports amount to 20.
- Post-synthesis sequential area ratio: 0
* Failing checks: negative setup slack
- Wire length of the first global-routing pass: between 1500 and 2000 um
- Yosys instantiated no cell more often than and4bb_2.
- In the final routed layout, each cell accounts on average for 13.1 um.
- Min-Delay Path Class: input pin to primary output
- At the floorplan stage, the core utilization is reported as 0.0663.
- Sorting the synthesized cells by area gives the leading types as and4bb_2 (33%), nor4b_2 (27%), and4b_1 (18%).
- The worst setup path is of the input pin to primary output kind.
- In this design, the critical path's most frequently occurring cell is buf_6.
- Largest stage delay, worst path: roughly 0.27 ns
- The floorplan report gives the top-level pin count as 20.
* Overall track demand over capacity in global routing: 0.0383
- The count of cells in the finished layout, fillers not included, comes to around 110.
- Per the timing report, the biggest fanout along the worst path comes to 6.
* Iteration tally of the first detailed-router pass: 2
* Post-Syn Area: around 230 um2
- Looking at area per cell type in the netlist, the leader is and4bb_2.
- The pin closest to its max-slew limit shows a slew of 0.203 ns.
- STA classifies the critical path startpoint as an input pin.
- Finish-stage setup viols: 13
* Max cap viols: 0
- Subtracting the final worst setup slack from the clock period gives between 1 and 1.5 ns.
* Post-detailed-route DRC marker count: 0
- Final design instance area without fill: ~700 um2
* F_max: roughly 870 MHz
- Across all setup checks in the final design, the least slack found is -0.144 ns.
- Leakage component of the power: around 0.00035 uW
- The core region is 3420 um2.
- Fill cell count: approximately 370
- Slew headroom: 0.864
- After the first detailed-routing iteration, the DRC count stood at 17.
* Synth warn: 0
* Chip area estimate from yosys synthesis: roughly 230 um2
- Instance area after placement: around 500 um2
- The data required time reported for the critical path is about 0.8 ns.
- Arrival time worst endpoint: 0.94 ns
- Cell total in the yosys stat output: 20
- The launch point of the worst min-delay path is recorded as bin_in[0].
* Vias per cell: around 3.2
* Power density over the cells: 337 nW/um2
* Post-cts hold-fix buffer tally: 0
- According to the floorplan report, the total die area is approximately 6400 um2.
- The synthesis run shows the most used standard cells to be and4bb_2 (6), and4b_1 (4), buf_4 (4), nor4b_2 (4).
* Flip-flop and latch count: 0
- Sum of net half-perimeters after detailed placement: between 600 and 700 um
- Walking the worst path, the cells encountered are buf_8, buf_6, buf_6, nor4b_4, buf_2.
* Cell count of the worst hold path: 4
- Counting endpoints that fail hold in the final report gives 0.
- CP Capture Type: primary output
-- area by class of cell --
type	count	area share
multi-input cells	16	0.336
well taps	46	0.0804
repair buffers	44	0.584
-- report_power, final --
group / switching, uW / leakage [uW] / internal (uW) / total (uW)
Combinational: 84.6 / 0.000346 / 156 / 241
Sequential: 0 / 0 / 0 / 0
Clock: 0 / 0 / 0 / 0
Total: 84.6 / 0.000346 / 156 / 241
-- layer usage --
| metal | up-vias | part of all wire | GRT usage |
|---|---|---|---|
| met5 | - | 0 | 0 |
| li1 | 169 | - | - |
| met2 | 20 | 0.34 | 0.0393 |
| met3 | 0 | 0.099 | 0.0148 |
| met1 | 154 | 0.56 | 0.0686 |
| met4 | 0 | 0 | 0 |
-- worst max-delay path: cells and delay by family --
| kind | cells | cell delay [ns] |
|---|---|---|
| buf+inv | 4 | 0.48 |
| simple gates | 1 | 0.27 |
-- logic make-up (layout without fill, tap and decap cells) --
logic type / count (synthesis) / in the layout / synth area share
AND/OR/NAND/NOR: 16 / 16 / 0.867
buffers and inverters: 4 / 44 / 0.133
-- stage by stage --
step | setup WS [ns] | util
3_5_place_dp | -0.800 | 0.145
4_1_cts | -0.125 | 0.189
6_report | -0.144 | 0.210
5_1_grt | -0.189 | 0.210
3_3_place_gp | -0.802 | 0.145
2_1_floorplan | 0.250 | -
-- layout by cell type, fill, tap and decap left out, drive strengths merged --
cell type      synthesis  routed
and4                   1       1
and4b                  4       4
and4bb                 6       6
buf                    4      43
clkdlybuf4s15          0       1
nor4                   1       1
nor4b                  4       4
-- worst max-delay path by stage --
stage | from | endpoint | slack [ns] | cells past startpoint
6_report | bin_in[1] | onehot_out[1] | -0.14 | 5
5_1_grt | bin_in[0] | onehot_out[0] | -0.19 | 5
4_1_cts | bin_in[0] | onehot_out[8] | -0.13 | 5
-- repair_timing --
item / CTS / global route
pin swaps: 9 / 5
cloned: 4 / 0
resized: 89 / 10
buffers inserted: 14 / 3
setup endpoints to repair: 16 / 13
endpoints found under the hold margin: 0 / 0
Power and IR drop assume default switching activity.
