`/design/flow/config.mk`:
```
export PLATFORM = sky130hd
export DESIGN_NAME = ALU
export DESIGN_NICKNAME = ALU
export VERILOG_FILES = /design/flow/design.v
export SDC_FILE = /design/flow/constraint.sdc
export NUM_CORES = 4
export LEC_CHECK = 1
export CORE_AREA = 10 10 99 99
export DIE_AREA = 0 0 109 109
export SYNTH_HDL_FRONTEND = slang
```
`/design/flow/constraint.sdc`:
```
current_design ALU

set clk_period 3.3
set clk_io_pct 0.2

create_clock -name clk0 -period $clk_period

set non_clock_inputs [all_inputs -no_clocks]
set_input_delay [expr $clk_period * $clk_io_pct] -clock clk0 $non_clock_inputs
set_output_delay [expr $clk_period * $clk_io_pct] -clock clk0 [all_outputs]
```
`/design/flow/design.v`:
```
module ALU (
  input logic [7:0] a,
  input logic [7:0] b,
  input logic [2:0] sel,
  output logic [7:0] out
);
  localparam ADD = 3'b000;
  localparam SUB = 3'b001;
  localparam leftshift = 3'b010;
  localparam rightshift = 3'b011;
  localparam AND = 3'b100;
  localparam OR = 3'b101;
  localparam XOR = 3'b110;
  localparam equal = 3'b111;
  logic carry;
  always_comb begin
    case(sel)
      ADD : {carry, out} = {1'b0 , a} + {1'b0 , b};
      SUB : out = a - b;
      leftshift : out = a[7:0] << b[2:0];  
      rightshift : out = a[7:0] >> b[2:0]; 
      AND : out = a & b;
      OR : out = a | b;
      XOR : out = a ^ b;
      equal : out = {7'b0 , a == b};  
    endcase
  end
endmodule
```
`/design/flow/run.sh`:
```
#!/bin/bash
# OpenROAD 26Q1-2900-gdf79404cd8, Yosys 0.63+post, stock flow scripts
make -C /OpenROAD-flow-scripts/flow DESIGN_CONFIG=/design/flow/config.mk WORK_HOME=/design/flow/orfs finish
```
==> impl_metrics.py <==
# Auto-generated metrics
metrics = {
    "min_path": {
        "hold_end": "out[0]",
        "hold_depth": 6,
        "hp-start": "b[2]",
        "hp-class": "in2out",
    },
    "cells_and_area": {
        "seq_area_um2": 0,
        "stdcell_count": 431,
        "fill_cells": 753,
        "post-route-util": 0.374,
        "flops": 0,
        "final_area_um2": 2890,
        "clkbuf_count": 0,
        "lay_top_count": "buf_4",
        "final_layout_top_logic_cells": "buf_4 (72), nand2_1 (25), a21oi_1 (16), o21ai_0 (16)",
        "drive_gt1_frac": 0.429,
        "syn2layout_area_growth_pct": 72.1,
    },
    "route": {
        "via_per_inst": 4.84,
        "wl_met2_um": 2820,
        "vias": 2086,
        "drt-met1-wl_um": 2810,
        "ant_nets": 0,
        "diodes": 0,
        "wl_met3_um": 386,
        "drt_iter0_drc": 122,
        "routed_wirelength_um": 6120,
        "first_pass_iters": 4,
        "drc": 0,
        "maxUsedRoutingLayer": "met4",
        "post_drt_wl_per_cell_um": 14.2,
    },
    "run": {
        "drv_cap": 0,
        "log.warning_count": 49,
    },
    "power": {
        "switchingPower_mw": 0.201,
        "power_density_nw_per_um2": 151,
        "sw_frac_of_total": 0.460,
        "clockPowerShare": 0,
        "pwr-share-seq": 0,
        "p_int_mw": 0.236,
        "power_leakage_nw": 1.31,
        "ir_drop_mv": 0.0580,
        "combPwrFrac": 1.000,
    },
    "setup_path": {
        "critical_path.cell_chain": "buf_2 -> inv_2 -> ha_4 -> inv_2 -> fa_2 -> buf_6 -> o21ai_2 -> nand2b_1 -> a21oi_2 -> a211oi_2 -> a22oi_1 -> o21a_1 -> clkdlybuf4s15_2",
        "crit_path_end_kind": "output pin",
        "worstSetupStartpointType": "input port",
        "cp_num_buf_inv": 5,
        "required_ns": 2.64,
        "cpMostUsedCell": "inv_2",
        "worstSetupPathType": "in2out",
        "cpMaxStageDelayCell": "fa_2",
        "cp.arrival_ns": 2.55,
        "crit_family": "AND-OR/OR-AND gates",
        "critPathMaxStageDelay_ns": 0.42,
        "crit_fanout": 3,
    },
    "final_timing": {
        "finalCritPeriodShare": 0.971,
        "final.min_clock_period_ns": 3.21,
        "slew_headroom": 0.756,
        "max_freq_ghz": 0.312,
        "setup_viol": 0,
        "worstMarginPinSlew_ns": 0.362,
        "hold_viol_final": 0,
        "hold_slack_ns": 2.06,
        "slew_viol_final": 0,
        "final.setup.tns_ns": 0,
    },
    "synthesis": {
        "yosys_area_um2": 1680,
        "ys_seq_frac": 0,
        "synth-warning-count": 0,
        "synthesis.area_um2": 1680,
        "syn_inst": 236,
        "avgSynthCellArea_um2": 7.12,
        "ys_cells": 236,
        "ys_types": 49,
    },
    "floorplanning": {
        "dieArea_um2": 11900,
        "pin_count": 27,
        "core_area_um2": 7730,
        "die_w_um": 109,
        "fp.dieH_um": 109,
        "rows": 32,
        "fp_util": 0.217,
    },
    "global_routing": {
        "antenna_found_initial": 0,
        "grt_usage": 0.103,
        "overflow": 0,
        "grt_max_degree": 18,
        "grt_pass1_wl_um": 10200,
        "grt_pass1_vias": 2064,
    },
    "placement": {
        "hpwl_um": 4890,
        "place_congestion": 0.956,
        "placed_area_um2": 2530,
        "dp_cells": 420,
        "numPortBuffers": 27,
    },
    "cts": {
        "hold_buffers": 0,
    },
    "run_status": {
        "status": "finished clean",
    },
}
-- routing by layer --
| metal | GRT usage | vias to the layer above |
|---|---|---|
| met5 | 0 | - |
| met4 | 0.0235 | 0 |
| met3 | 0.0191 | 8 |
| met2 | 0.168 | 72 |
| met1 | 0.139 | 962 |
| li1 | - | 1044 |
-- area by class of cell --
| type | instances | area (um2) | share of cell area |
|---|---|---|---|
| multi-input combinational | 196 | 1740 | 0.601 |
| tap | 102 | 128 | 0.0441 |
| inverter | 23 | 86.3 | 0.0299 |
| timing repair buffer | 110 | 938 | 0.325 |
-- how the worst max path moves through the flow --
stage,startpoint,endpoint,slack (ns),cells after the start
CTS,a[2],out[6],-0.03,11
finish,a[0],out[2],0.09,13
global route,a[0],out[2],-0.01,13
-- metrics by stage --
| step | power, mW | setup slack (ns) |
|---|---|---|
| floorplan | 0.191 | 0.0918 |
| global placement | 0.375 | -0.631 |
| detailed placement | 0.375 | -0.638 |
| CTS | 0.416 | -0.0267 |
| global route | 0.478 | -0.0113 |
| finish | 0.437 | 0.0947 |
-- synth_stat cells, types with 2 or more instances --
cell type | count | share of area
nand4_1 | 2 | 0.0074
o21a_1 | 3 | 0.013
mux2i_1 | 6 | 0.036
a2bb2oi_1 | 2 | 0.010
nor4_1 | 3 | 0.011
nand3_1 | 5 | 0.015
a211oi_1 | 2 | 0.0089
nand2b_1 | 6 | 0.022
nor2_1 | 15 | 0.034
o21ai_1 | 2 | 0.0060
clkbuf_1 | 5 | 0.011
buf_2 | 8 | 0.024
mux4_2 | 4 | 0.054
a211o_1 | 3 | 0.016
and2b_1 | 2 | 0.0089
nand2_1 | 25 | 0.056
nor3_1 | 3 | 0.0089
inv_1 | 23 | 0.051
a32oi_1 | 4 | 0.021
a2111oi_2 | 2 | 0.018
xnor2_1 | 6 | 0.031
a221oi_1 | 3 | 0.016
fa_1 | 2 | 0.024
mux4_1 | 2 | 0.031
nor2b_1 | 3 | 0.011
buf_4 | 2 | 0.0089
o21ai_0 | 19 | 0.057
xor2_1 | 2 | 0.010
o211ai_1 | 3 | 0.013
a21oi_1 | 20 | 0.060
a22oi_1 | 3 | 0.013
nor3b_1 | 2 | 0.0089
ha_1 | 24 | 0.18
and3_1 | 4 | 0.015
buf_6 | 2 | 0.013
-- kinds of logic (layout without fill, tap and decap cells) --
| group | count (synthesis) | count (layout) | synth area share |
|---|---|---|---|
| buffers and inverters | 40 | 133 | 0.109 |
| xor gates and xnor gates | 8 | 8 | 0.0417 |
| muxes | 13 | 13 | 0.127 |
| adders and majority gates | 26 | 26 | 0.203 |
| AOI/OAI and AO/OA | 75 | 75 | 0.305 |
| and+or+nand+nor | 74 | 74 | 0.215 |
-- tightest hold or removal path, stage by stage --
cell	delay (ns)
dlymetal6s2s_1	0.15
inv_2	0.08
buf_4	0.12
a21oi_1	0.06
o21ai_1	0.12
dlygate4sd2_1	0.21
-- power groups by stage --
stage         sequential [mW]  combinational [mW]  clock, mW
global route                0               0.478          0
CTS                         0               0.416          0
finish                      0               0.437          0
-- repair_timing --
action / CTS / global route
pin swaps: 23 / 14
gates cloned: 1 / 0
resized: 71 / 27
setup endpoints to repair: 8 / 7
endpoints found under the hold margin: 0 / 0
buffers inserted: 7 / 3
Power and IR drop assume default switching activity.
